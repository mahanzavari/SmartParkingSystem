`flow/constraint.sdc`:
```
current_design SlotManager

set clk_period 3.1
set clk_io_pct 0.2

create_clock -name clk0 -period $clk_period [get_ports {clk}]

set non_clock_inputs [all_inputs -no_clocks]
set_input_delay [expr $clk_period * $clk_io_pct] -clock clk0 $non_clock_inputs
set_output_delay [expr $clk_period * $clk_io_pct] -clock clk0 [all_outputs]
```
`flow/config.mk`:
```
export PLATFORM = sky130hd
export DESIGN_NAME = SlotManager
export DESIGN_NICKNAME = SlotManager
export VERILOG_FILES = /design/flow/design.v
export SDC_FILE = /design/flow/constraint.sdc
export NUM_CORES = 4
export LEC_CHECK = 1
export CORE_AREA = 10 10 77 77
export DIE_AREA = 0 0 87 87
```
`flow/run.sh`:
```
#!/bin/bash
# OpenROAD 26Q1-2900-gdf79404cd8, Yosys 0.63+post, stock flow scripts
make -C /OpenROAD-flow-scripts/flow DESIGN_CONFIG=/design/flow/config.mk WORK_HOME=/design/flow/orfs finish
```
`flow/design.v`:
```
module SlotManager (
    input clk,                        
    input reset,                      
    input [3:0] slot_update,          
    input timer_status,               
    output reg [3:0] slot_status,     
    output reg [3:0] available_slots  
);
    initial begin
        slot_status = 4'b0000;       
        available_slots = 4;         
    end  
    always @(posedge clk or posedge reset) begin 
        if (reset) begin  
            slot_status <= 4'b0000;
            available_slots <= 4;
        end else begin
            if (timer_status) begin
                if (!slot_status[slot_update]) begin 
                    slot_status[slot_update] <= 1;
                    available_slots <= available_slots - 1;  
                end
            end else begin
                if (slot_status[slot_update]) begin
                    slot_status[slot_update] <= 0;
                    available_slots <= available_slots + 1;
                end
            end
        end
    end
endmodule
```
==> results.txt <==
Flow results are below.

- The flow ran to the end, and the final reports show no timing, DRC or antenna violations.
- The register bit count reported by yosys is 8, for reference.
- Synthesis instantiated 30 different standard cells from the library.
- The final count of pins violating max slew is 0, for reference.
- The number of max-cap violations is 0, for reference.
- The clock passes through at most 2 buffers.
- The clock period minus final worst setup slack is 2640 ps, for reference.
- The maximum number of pins on one net before global-route repair is 9, for reference.
- The dominant combinational cell family by area after synthesis is AND-OR/OR-AND gates, for reference.
- In the floorplan report the effective utilization is 0.130.
- Averaged over all synthesized cells, the footprint is 9.56 um^2.
- The root cell of the clock tree is sky130_fd_sc_hd__clkbuf_8, for reference.
- Per the synthesis report, the XOR/XNOR share of the synthesized area is 0.0931.
- Per the final layout report, the fraction of cells sized above drive strength 1 comes to 0.0897.
- The worst path arrival time is 2760 ps, for reference.
- Adding up every negative setup slack in the final design gives 0 ps.
- The die height is 87 um, for reference.
- The I/O pin total is 15, for reference.
- Per the post-CTS timing run, clock transition at the registers of the reported paths is 50 ps.
- The number of search-and-repair iterations in the first detailed-routing pass is 3, for reference.
- The met1 routed wirelength after detailed routing is 693 um, for reference.
- The post-detailed-route DRC marker count is 0, for reference.
- The worst vdd rail ir drop is 0.216 mV, for reference.
- For this design the ratio of total power to cell area is 594 nW/um^2.
- The chip area in the Yosys report is 564 um^2, for reference.
- In the final run the clock tree shows a worst skew of 11.8 ps.
- The number of buffers added for setup after CTS is 0, for reference.
- The post-cts resize count is 0, for reference.
- Clock tree synthesis found a total of 8 sinks.
- Once detail routing completed, the nets flagged for antenna violations numbered 0.
- The post-synth design cell area is 564 um^2, for reference.
- The wire length on met2 is 515 um, for reference.
- Summing all multiplexer cells gives an area fraction of 0.0399.
- The wire length per cell after detailed routing is 10.4 um, for reference.
- Across all stage logs, warnings added up to 25.
- The required time at the worst endpoint is listed as 3220 ps.
- The via count of the first global-routing pass came to 505.
- The die span in x is 87 um, for reference.
- The worst hold path belongs to the class flop to flop.
- The synthesis warning total is 1, for reference.
- Setup repair after global routing left no endpoint under its margin.
- The total length of routed wires is 1.35 mm, for reference.
- After floorplanning, the core was divided into 24 placement rows.
- The number of cells produced by synthesis is 59, for reference.
- Counting the buffers created by CTS gives 3.
- In the finished design, the share of the clock period the worst path needs comes to 0.853.
- Routability-driven placement finished with a final weighted congestion of 0.846.
- After global routing the overflow that remains totals 0.
- The later pin in the worst-skew pair is clocked with a latency of 230 ps.
- The area fraction in full adders, half adders and majority gates is 0.102, for reference.
- Port buffering added 14 buffers.
- The tightest hold margin is 464 ps, for reference.
- The routed layout has 510 vias.
- The average vias per placed instance is 3.92, for reference.
- The total power draw is 0.000488 W, for reference.
- The worst setup path is of the input pin to flop kind.
- The total track usage is 0.0366, for reference.
- In the routed netlist, the antenna diode instances number 0.
- The post-cts hold-fix buffer tally is 0, for reference.
- Per the OpenROAD floorplan log, the area of the core is 4350 um^2.
- The headroom to the max-slew limit is 0.726, for reference.
- The slew at the pin with the worst max-slew slack is 408 ps, for reference.
- After legalization and detailed placement, the total HPWL measured 1.10 mm.
- Of the total synthesized cell area, the portion taken by AND, OR, NAND and NOR gates is 0.180.
- The total number of H-tree levels is 1, for reference.
- The startpoint type of the worst setup path is an input pin, for reference.
- The highest achievable clock rate is 378 MHz, for reference.
- The complex-gate fraction of the synthesized area is 0.182, for reference.
- Per the timing report, the biggest fanout along the worst path comes to 6.
- The number of antenna violations at the first check in global routing is 0, for reference.
- The leakage power summed over all cells is 0.327 nW, for reference.
- The number of failing setup endpoints in the final timing report is 0, for reference.
- The violation tally from detailed-route iteration zero is 3, for reference.
- The cell count in the Yosys report is 59, for reference.
- The wire length of the first global-routing pass is 2.28 mm, for reference.
- Detailed routing placed a total of 110 um of wire on met3.
- The number of hold violations in the final report is 0, for reference.
- The overall die area is 7570 um^2, for reference.
- The area added between synthesis and finish is 45.7%, for reference.
- The top routing layer in use is met4, for reference.
- The clock tree from TritonCTS is built, for reference.
- The worst setup path is captured at a flop.
- Per Yosys stat, the portion of area used by sequential elements is 0.357.
## area by class of cell
type	count	area, um^2
Multi-Input combinational cell	44	337
Fill cell	473	3530
Clock buffer	4	45.0
Tap cell	52	65.1
Inverter	7	26.3
Sequential cell	8	201
Timing Repair Buffer	15	148
## where the power goes
group	internal, W	switching, W
combinational	0.000113	0.0000729
clock	0.0000891	0.0000409
sequential	0.000141	0.0000311
total	0.000344	0.000145
## stage by stage
step	instances	setup WS [ps]	cell area, um^2	util
floorplan	59	918	564	-
global placement	126	268	777	0.178
detailed placement	126	224	777	0.178
CTS	130	463	822	0.189
global route	130	367	822	0.189
finish	130	456	822	0.189
## synth_stat cells (all sizes together)
master   number  area (um^2)
a2111oi       1         8.76
a21boi        1         7.51
a21oi         2         10.0
a2bb2oi       1         8.76
a32oi         1         8.76
and2          1         6.26
dfrtp         7          175
dfstp         1         26.3
fa            1         20.0
ha            3         37.5
inv           7         26.3
mux4          1         22.5
nand2         7         26.3
nand2b        1         6.26
nand3         1         5.00
nor2          2         7.51
nor3b         1         7.51
nor4          2         12.5
o211ai        1         7.51
o21ai         2         10.0
o21bai        1         7.51
o22a          1         8.76
o31a          1         8.76
o31ai         1         7.51
o41ai         1         8.76
or3           2         12.5
or4           1         7.51
or4b          1         10.0
xnor2         3         26.3
xor2          3         26.3
## cell families (layout without fill, tap and decap cells)
group | count (synthesis) | in the layout
AND/OR/NAND/NOR | 19 | 19
AND-OR/OR-AND | 14 | 14
flip-flops | 8 | 8
buffers and inverters | 7 | 26
XOR/XNOR | 6 | 6
adder cells (fa/ha/maj) | 4 | 4
multiplexers | 1 | 1
## worst max-delay path: stages
cell,delay (ps)
sky130_fd_sc_hd__clkdlybuf4s50_1,580
sky130_fd_sc_hd__inv_1,90
sky130_fd_sc_hd__ha_1,340
sky130_fd_sc_hd__or4b_2,690
sky130_fd_sc_hd__o31a_1,260
sky130_fd_sc_hd__o22a_1,190
## final timing paths
kind / start / end / slack, ps / cells past startpoint
worst min-delay path: available_slots[3] / available_slots[3] / 460 / 1
worst max-delay path: slot_update[0] / flop / 460 / 6
max in group asynchronous: reset / available_slots[2] / 2160 / 2
worst max register to register: flop / flop / 1400 / 3
worst min register to register: available_slots[3] / available_slots[3] / 460 / 1
min in group asynchronous: reset / asynchronous set/reset pin / 640 / 2
## layout by cell type (no fill, tap or decap), types with 2 or more instances in the layout
cell	count
sky130_fd_sc_hd__or3_1	2
sky130_fd_sc_hd__o21ai_0	2
sky130_fd_sc_hd__nand2_1	7
sky130_fd_sc_hd__xnor2_1	3
sky130_fd_sc_hd__nor2_1	2
sky130_fd_sc_hd__nor4_1	2
sky130_fd_sc_hd__a21oi_1	2
sky130_fd_sc_hd__ha_1	3
sky130_fd_sc_hd__clkdlybuf4s50_1	14
sky130_fd_sc_hd__inv_1	7
sky130_fd_sc_hd__clkbuf_8	3
sky130_fd_sc_hd__xor2_1	3
sky130_fd_sc_hd__dfrtp_1	7
## routing by layer
layer | track usage | up-vias
li1 | - | 254
met1 | 0.0515 | 239
met2 | 0.0500 | 15
met3 | 0.0170 | 2
met4 | 0.00736 | 0
met5 | 0 | -
Power figures rest on the tool's default switching activity, not on a simulated workload.
