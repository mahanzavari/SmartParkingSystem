==> flow/design.v <==
module ClockDivider(
    input clk,
    input reset,
    output reg clk_1Hz,
    output reg clk_2Hz,
	output reg clk_4Hz,
    output reg clk_50Hz,
    output reg clk_500Hz
);
    reg [25:0] counter_1Hz;
	reg [25:0] counter_2Hz;
	reg [25:0] counter_4Hz;
    reg [25:0] counter_50Hz;
    reg [25:0] counter_500Hz;
    initial begin
        clk_1Hz = 0;
        clk_2Hz = 0;
		clk_4Hz = 0;
        clk_50Hz = 0;
        clk_500Hz = 0;
    end
	  always @(posedge clk or posedge reset) begin
        if (reset) begin
            counter_1Hz <= 0;
            counter_2Hz <= 0;
			counter_4Hz <= 0;
            counter_50Hz <= 0;
            counter_500Hz <= 0;
        end else begin
            if (counter_1Hz >= 20_000_000) begin
                clk_1Hz <= ~clk_1Hz;
                counter_1Hz <= 0;
            end else begin
				counter_1Hz <= counter_1Hz + 1;
            end
            if (counter_2Hz >= 10_000_000) begin
                clk_2Hz <= ~clk_2Hz;
                counter_2Hz <= 0;
            end else begin
                counter_2Hz <= counter_2Hz + 1;
            end
				if (counter_4Hz >= 5_000_000) begin
					clk_4Hz <= ~clk_4Hz;
					counter_4Hz <= 0;
				end else begin
					counter_4Hz <= counter_4Hz + 1;
					end
            if (counter_50Hz >= 400_000) begin
                clk_50Hz <= ~clk_50Hz;
                counter_50Hz <= 0;
				end else begin
                counter_50Hz <= counter_50Hz + 1;
            end
            if (counter_500Hz >= 40_000) begin
                clk_500Hz <= ~clk_500Hz;
                counter_500Hz <= 0;
            end else begin
                counter_500Hz <= counter_500Hz + 1;
            end
        end
    end
endmodule
==> flow/run.sh <==
#!/bin/bash
# OpenROAD 26Q1-2900-gdf79404cd8, Yosys 0.63+post, stock flow scripts
make -C /OpenROAD-flow-scripts/flow DESIGN_CONFIG=/design/flow/config.mk WORK_HOME=/design/flow/orfs finish
==> flow/config.mk <==
export PLATFORM = sky130hd
export DESIGN_NAME = ClockDivider
export DESIGN_NICKNAME = ClockDivider
export VERILOG_FILES = /design/flow/design.v
export SDC_FILE = /design/flow/constraint.sdc
export NUM_CORES = 4
export LEC_CHECK = 1
export CORE_UTILIZATION = 50
==> flow/constraint.sdc <==
current_design ClockDivider

set clk_period 4.3
set clk_io_pct 0.2

create_clock -name clk0 -period $clk_period [get_ports {clk}]

set non_clock_inputs [all_inputs -no_clocks]
set_input_delay [expr $clk_period * $clk_io_pct] -clock clk0 $non_clock_inputs
set_output_delay [expr $clk_period * $clk_io_pct] -clock clk0 [all_outputs]
==> run_summary.xml <==
<?xml version="1.0" encoding="UTF-8"?>
<metrics>
  <group name="outcome">
    <metric name="run_status" unit="">complete, no violations</metric>
  </group>
  <group name="power_and_ir_drop">
    <metric name="p_leak" unit="nW">2.91</metric>
    <metric name="vdd_ir_drop_max" unit="uV">375</metric>
    <metric name="fin_total_pwr" unit="mW">2.94</metric>
    <metric name="power_dens_cells" unit="nW/um2">401</metric>
  </group>
  <group name="final_timing">
    <metric name="least_setup_slack_across_all_paths_after_layout" unit="ps">1940</metric>
    <metric name="final_period_minus_worst_setup_slack" unit="ps">2360</metric>
    <metric name="fin_setup_tns" unit="ps">0</metric>
    <metric name="holdWs" unit="ps">486</metric>
    <metric name="grt_setup_unrepaired" unit="">false</metric>
    <metric name="timing.slew.headroom" unit="%">44.8</metric>
    <metric name="timing_hold_violations_final" unit="">0</metric>
    <metric name="layout_worst_path_cycle_share" unit="%">55.0</metric>
    <metric name="maxClockFrequency" unit="MHz">423</metric>
    <metric name="finClkSkew" unit="ps">5.31</metric>
    <metric name="setup_viol_count_final" unit="">0</metric>
    <metric name="tightest_slew" unit="ps">820</metric>
    <metric name="report.final.slew_viol_count" unit="">0</metric>
  </group>
  <group name="worst_setup_path">
    <metric name="timing.critical_path.required" unit="ps">4580</metric>
    <metric name="crit_chain" unit="">or2_2, or4_1, a31oi_2, buf_4, a21oi_1</metric>
    <metric name="critPathArrivalTime" unit="ps">2650</metric>
    <metric name="crit_type" unit="">flip-flop to flip-flop</metric>
    <metric name="critical-path-slowest-cell" unit="">sky130_fd_sc_hd__a31oi_2</metric>
    <metric name="cp.depth" unit="">5</metric>
    <metric name="timing.critical_path.from_type" unit="">flip-flop</metric>
    <metric name="worstRegToRegCells" unit="">5</metric>
    <metric name="cp_max_fo" unit="">14</metric>
    <metric name="endpoint_kind" unit="">flip-flop</metric>
    <metric name="slowest_delay" unit="ps">580</metric>
    <metric name="worst_path_dominant_cell_family" unit="">simple AND/OR/NAND/NOR gates</metric>
    <metric name="critPathBufInv" unit="">1</metric>
  </group>
  <group name="clock_network">
    <metric name="cts.sinks" unit="">135</metric>
    <metric name="htree_levels" unit="">4</metric>
    <metric name="clk-insertion-delay-late" unit="ps">410</metric>
    <metric name="cts.root.buffer_cell" unit="">sky130_fd_sc_hd__clkbuf_16</metric>
    <metric name="clk_pin_slew_worst_paths" unit="ps">60</metric>
    <metric name="cts_post_setup_buffers_inserted" unit="">0</metric>
    <metric name="post_cts_resized" unit="">0</metric>
    <metric name="clock_buffer_count_from_cts" unit="">17</metric>
    <metric name="clockBufferDepth" unit="">2</metric>
    <metric name="tritoncts" unit="">done</metric>
    <metric name="cts.hold.buffers_added" unit="">0</metric>
  </group>
  <group name="grt">
    <metric name="grt_max_degree" unit="">95</metric>
    <metric name="grt_first_pass_wirelength" unit="mm">20.1</metric>
    <metric name="globalRoute.totalOverflow" unit="">0</metric>
    <metric name="via_count_of_the_first_global_routing_pass" unit="">4386</metric>
    <metric name="grt_antenna_before_repair" unit="">0</metric>
    <metric name="gr-usage-all-layers" unit="%">19.6</metric>
  </group>
  <group name="layout">
    <metric name="layout-drive-gt1-share" unit="%">7.53</metric>
    <metric name="most_common_cell_after_layout_fill_and_taps_aside" unit="">sky130_fd_sc_hd__dfrtp_1</metric>
    <metric name="syn_to_final_growth" unit="%">15.4</metric>
    <metric name="mostFrequentLayoutCells" unit="">sky130_fd_sc_hd__dfrtp_1 (130), sky130_fd_sc_hd__nor2_1 (57), sky130_fd_sc_hd__nor3_1 (49)</metric>
  </group>
  <group name="die">
    <metric name="die_h" unit="um">115</metric>
    <metric name="design.die.area" unit="um2">13100</metric>
    <metric name="die_width" unit="um">115</metric>
    <metric name="num_io_pins" unit="">7</metric>
    <metric name="std_cell_rows" unit="">40</metric>
    <metric name="initial_core_util" unit="%">52.0</metric>
    <metric name="placeableCoreArea" unit="um2">12200</metric>
  </group>
  <group name="placement">
    <metric name="place_hpwl" unit="mm">7.01</metric>
    <metric name="gp_congestion" unit="">0.814</metric>
    <metric name="place.port_buffers" unit="">6</metric>
    <metric name="post-place-ws" unit="ps">1810</metric>
  </group>
  <group name="synthesis">
    <metric name="average_instance_area_after_synthesis" unit="um2">10.1</metric>
    <metric name="fraction_of_registers_with_async_set_reset" unit="%">96.3</metric>
    <metric name="synth-cells-yosys" unit="">630</metric>
    <metric name="synth-seq-area-share" unit="%">53.6</metric>
    <metric name="syn-instance-count" unit="">630</metric>
    <metric name="flop_and_latch_count_out_of_synthesis" unit="">135</metric>
    <metric name="yosys_warnings" unit="">1</metric>
    <metric name="synth-area-yosys" unit="um2">6340</metric>
    <metric name="synth_cell_types" unit="">44</metric>
    <metric name="edff_count_synth" unit="">5</metric>
    <metric name="dominant_register_cell_in_the_synthesized_netlist" unit="">sky130_fd_sc_hd__dfrtp_1</metric>
    <metric name="cell_area_after_synthesis" unit="um2">6340</metric>
  </group>
  <group name="job">
    <metric name="stage_log_warnings" unit="">35</metric>
    <metric name="maxCapViolCount" unit="">0</metric>
  </group>
  <group name="route">
    <metric name="drt_pass1_iterations" unit="">4</metric>
    <metric name="num_antenna_cells" unit="">0</metric>
    <metric name="detailroute.via_count" unit="">4577</metric>
    <metric name="avgViaCountPerCell" unit="">5.42</metric>
    <metric name="dr.first_iter.drc_count" unit="">355</metric>
    <metric name="wl_per_cell" unit="um">13.2</metric>
    <metric name="totalWireLength" unit="mm">11.2</metric>
    <metric name="ant_nets" unit="">0</metric>
    <metric name="drc_markers" unit="">0</metric>
  </group>
  <group name="min_path">
    <metric name="holdCritPathClass" unit="">flip-flop to flip-flop</metric>
    <metric name="min_delay_path_depth" unit="">1</metric>
  </group>
</metrics>
## power by group
group          internal (mW)  switching [mW]
combinational         0.0298          0.0590
sequential              1.31          0.0224
clock                  0.999           0.522
## per-stage QoR
stage	area [um2]	std cells	util, %
finish	7320	845	60.0
global route	7320	845	60.0
floorplan	6430	652	-
CTS	7320	845	60.0
detailed placement	6690	813	54.8
global placement	6690	813	54.8
## registers in the layout, summed over array words and instances, names as in the netlist, 26 cells and up
register / count
counter_50Hz: 26
counter_1Hz: 26
counter_4Hz: 26
counter_2Hz: 26
counter_500Hz: 26
## routing by layer
metal	global-route usage [%]	routed length, um	up-vias
met5	0	0	-
met4	2.16	70	0
met3	4.53	370	4
met2	28.9	4890	47
met1	32.6	5840	2230
li1	-	-	2296
## cell usage after synthesis, types with 2 or more instances
cell type,number,area share (%)
sky130_fd_sc_hd__or4_1,14,1.7
sky130_fd_sc_hd__nor3b_1,2,0.24
sky130_fd_sc_hd__or3_1,24,2.4
sky130_fd_sc_hd__xnor2_1,42,5.8
sky130_fd_sc_hd__a21oi_1,22,1.7
sky130_fd_sc_hd__and4_1,6,0.83
sky130_fd_sc_hd__xor2_1,21,2.9
sky130_fd_sc_hd__clkbuf_1,15,0.89
sky130_fd_sc_hd__nand4_2,4,0.79
sky130_fd_sc_hd__o21ai_0,24,1.9
sky130_fd_sc_hd__a211oi_1,12,1.4
sky130_fd_sc_hd__nand3_1,25,2.0
sky130_fd_sc_hd__edfxtp_1,5,2.4
sky130_fd_sc_hd__inv_1,33,2.0
sky130_fd_sc_hd__and2_1,7,0.69
sky130_fd_sc_hd__o31ai_1,6,0.71
sky130_fd_sc_hd__nor2b_1,3,0.30
sky130_fd_sc_hd__ha_1,10,2.0
sky130_fd_sc_hd__buf_2,4,0.32
sky130_fd_sc_hd__dfrtp_1,130,51
sky130_fd_sc_hd__nand4_1,22,2.2
sky130_fd_sc_hd__and3_1,7,0.69
sky130_fd_sc_hd__o21a_1,3,0.35
sky130_fd_sc_hd__nand3b_1,3,0.35
sky130_fd_sc_hd__nor2_1,57,3.4
sky130_fd_sc_hd__a31oi_1,3,0.30
sky130_fd_sc_hd__a41oi_1,2,0.28
sky130_fd_sc_hd__nand2_1,39,2.3
sky130_fd_sc_hd__nor3_1,49,3.9
sky130_fd_sc_hd__nor4_1,20,2.0
sky130_fd_sc_hd__a211o_1,2,0.28
sky130_fd_sc_hd__or2_2,2,0.20
## worst reg2reg max path: cells and delay by family, from the launching register on
family,cells,cell delay [ps]
AND/OR/NAND/NOR,2,850
AND-OR/OR-AND,2,650
flip-flops,1,410
buffers and inverters,1,330
## final cells by class
| class | instances | area, um2 |
|---|---|---|
| Fill cell | 997 | 4890 |
| Clock buffer | 20 | 457 |
| Timing Repair Buffer | 13 | 125 |
| Clock inverter | 12 | 175 |
| Tap cell | 168 | 210 |
| Inverter | 33 | 128 |
| Multi-Input combinational cell | 464 | 2830 |
| Sequential cell | 135 | 3400 |
## logic make-up (layout without fill, tap and decap cells)
| family | Yosys count | after routing | share of synthesized area [%] |
|---|---|---|---|
| compound gates | 81 | 81 | 7.99 |
| xor+xnor | 63 | 63 | 8.70 |
| fa+ha+maj | 10 | 10 | 1.97 |
| buf+inv | 53 | 78 | 3.23 |
| flops | 135 | 135 | 53.6 |
| other cells | 1 | 23 | 0.0591 |
| simple gates | 287 | 287 | 24.4 |
## worst paths after layout
path	startpoint	end	slack [ps]
min in group asynchronous	reset	counter_2Hz[24]$_DFF_PP0_	860
max in group asynchronous	reset	counter_50Hz[14]$_DFF_PP0_	2590
worst min register to register	counter_1Hz[0]$_DFF_PP0_	counter_1Hz[0]$_DFF_PP0_	490
worst max-delay path	counter_1Hz[14]$_DFF_PP0_	counter_1Hz[18]$_DFF_PP0_	1940
worst min-delay path	counter_1Hz[0]$_DFF_PP0_	counter_1Hz[0]$_DFF_PP0_	490
worst max register to register	counter_1Hz[14]$_DFF_PP0_	counter_1Hz[18]$_DFF_PP0_	1940
Power is estimated from default activity; no workload was simulated.
