`/design/flow/config.mk`:
```
export PLATFORM = sky130hd
export DESIGN_NAME = ParkingTimer
export DESIGN_NICKNAME = ParkingTimer
export VERILOG_FILES = /design/flow/design.v
export SDC_FILE = /design/flow/constraint.sdc
export NUM_CORES = 4
export LEC_CHECK = 1
export CORE_UTILIZATION = 30
```
`/design/flow/run.sh`:
```
#!/bin/bash
# OpenROAD 26Q1-2900-gdf79404cd8, Yosys 0.63+post, stock flow scripts
make -C /OpenROAD-flow-scripts/flow DESIGN_CONFIG=/design/flow/config.mk WORK_HOME=/design/flow/orfs finish
```
`/design/flow/design.v`:
```
`timescale 1ns / 1ps
module ParkingTimer (
    input clk,                     
    input reset,                   
    input [3:0] car_entry,          
    input [3:0] car_exit,           
    output reg [15:0] display_time  
);
    reg [15:0] slot_timer [3:0];    
    reg [3:0] active_slots;         
    reg [23:0] display_timer;       
    reg [1:0] display_slot;         
    reg display_active;             
    always @(posedge clk or posedge reset) begin
        if (reset) begin
            slot_timer[0] <= 16'd0;
            slot_timer[1] <= 16'd0;
            slot_timer[2] <= 16'd0;
            slot_timer[3] <= 16'd0;
            active_slots <= 4'b0;
            display_timer <= 24'd0;
            display_slot <= 2'd0;
            display_active <= 1'b0;
        end else begin
            active_slots <= (active_slots | car_entry) & ~car_exit;
            if (active_slots[0]) slot_timer[0] <= slot_timer[0] + 1;
            if (active_slots[1]) slot_timer[1] <= slot_timer[1] + 1;
            if (active_slots[2]) slot_timer[2] <= slot_timer[2] + 1;
            if (active_slots[3]) slot_timer[3] <= slot_timer[3] + 1;
            if (|car_exit) begin
                display_active <= 1'b1;  
                display_timer <= 24'd0;  
                case (1'b1)  
                    car_exit[0]: display_slot <= 2'b00;
                    car_exit[1]: display_slot <= 2'b01;
                    car_exit[2]: display_slot <= 2'b10;
                    car_exit[3]: display_slot <= 2'b11;
                endcase
            end
            if (display_active) begin
                if (display_timer == 24'd15_000_000) begin  
                    display_active <= 1'b0;  
                end else begin
                    display_timer <= display_timer + 1; 
                end
            end
        end
    end
    always @(*) begin
        if (display_active) begin
            case (display_slot)
                2'b00: display_time = slot_timer[0]; 
                2'b01: display_time = slot_timer[1]; 
                2'b10: display_time = slot_timer[2]; 
                2'b11: display_time = slot_timer[3]; 
                default: display_time = 16'd0;       
            endcase
        end else begin
            display_time = 16'd0;  
        end
    end
endmodule
```
`/design/flow/constraint.sdc`:
```
current_design ParkingTimer

set clk_period 3.9
set clk_io_pct 0.2

create_clock -name clk0 -period $clk_period [get_ports {clk}]

set non_clock_inputs [all_inputs -no_clocks]
set_input_delay [expr $clk_period * $clk_io_pct] -clock clk0 $non_clock_inputs
set_output_delay [expr $clk_period * $clk_io_pct] -clock clk0 [all_outputs]
```
==> summary.txt <==
Implementation status.

- The portion of total power attributed to the clock network is 34.4%.
- The transition time recorded at the tightest slew-check pin is 0.818 ns.
- The insertion delay of the later-clocked pin in the worst-skew pair is 0.34 ns.
- The clock sink count is 96.
- The OpenROAD warning count is 26.
- Clock tree synthesis inserted a total of 9 buffers.
- According to the report, the first pass of detailed routing completed in 6 iterations.
- On met1, the global router reports a usage of 21.6%.
- STA classifies the critical path startpoint as a flop.
- Of the total power, the share spent switching nets is roughly 29%.
- The total count of max-transition violations in the final report is 0.
- The maximum level of the CTS H-tree is 3.
- In this run the layout overhead on the synthesized area is reported as 15.6%.
- IR analysis of the VDD net gives a maximum drop of roughly 0.21 mV.
- On the critical path the data arrives at 2.54 ns.
- The post-synthesis cell count from yosys is approximately 470.
- The endpoint class of the critical path is a primary output.
- The number of antenna violations at the first check in global routing is 0.
- The total global routing overflow is 0.
- The final weighted congestion recorded by global placement is approximately 0.85.
- Excluding fillers, the count of instances in the completed layout stands at between 700 and 800.
- The flow ran to the end, and the final reports show no timing, DRC or antenna violations.
- The report puts the cell count of the worst reg-to-reg path at 8.
- Once detail routing completed, the nets flagged for antenna violations numbered 0.
- The slew check shows that the tightest pin keeps a relative margin of 45.2%.
- The met3 usage is around 3.4%.
- The first-pass GRT wire length is 17.2 mm.
- In this run the static leakage power is around 2.2 nW.
- The final-report setup violation count is 0.
- Per the placement log, port buffering inserted 25 buffers.
- Global route summary, busiest routing layer listed as met1.
- The number of remaining DRC errors is 0.
- The number of I/O pins is 26.
- The number of instances resized during post-cts repair is 0.
- The power share of the combinational group is 12.9%.
- After detailed routing, the number of vias per cell comes to 4.95.
- The tightest hold path in the finished design has a slack of 0.474 ns.
- The number of global-route vias before repair was 3315.
- The tree is rooted in a sky130_fd_sc_hd__clkbuf_16.
- The core area is 15400 um2.
- The number of fillers in the final layout is ~1500.
- The clock period could shrink to ~3.3 ns.
- The max-capacitance violation count is 0.
- The half-perimeter wire length after detailed placement is 6.93 mm.
- The deepest clock path buffer count is 2.
- Per the OpenROAD floorplan log, the width of the die is 128 um.
- The number of warnings issued by yosys is 2.
- Entering global routing, the biggest net connects 97 pins.
- The cell count of the worst hold path is 1.
- The clock-pin slew on the worst setup and hold paths is 0.07 ns.
- The final layout contains routed wiring with a total length of 9.95 mm.
- The post-synthesis cell area is 4760 um2.
- Hold-check failures listed in the final report amount to 0.
- Post-route period utilization is reported as 85.0%.
- In this build the clock could be raised as far as a little over 300 MHz.
- The fraction of layout instances using a drive strength above 1 is 6.94%.
- The sequential power share is 52.6%.
- The maximum fanout along the worst path is 18.
- Buffers inserted to repair hold after CTS numbered 0.
- The cell internal power dissipation is 0.00178 W.
- Data on the critical path is required at its endpoint by 3.12 ns.
- The worst setup path is of the reg -> out kind.
- The setup skew after layout is 0.00793 ns.
- The synthesized netlist cell count is 467.
- The global-route track usage on met2 is approximately 20%.
- At the floorplan stage, the core utilization is reported as 31.0%.
- The synthesized design contains 96 register bits.
- For reference, the post-synthesis area per instance comes to ~10 um2.
- The height of the die is 128 um.
- The fraction of the yosys area taken by sequential cells is 50.4%.
- TritonCTS built the clock tree.
- The synthesized netlist has a Yosys-reported chip area of 4760 um2.
- Global routing used 13.5% of the available tracks across all layers.
- The distinct cell type count of the synthesized netlist is 34.
- The worst min-delay path class is reg -> reg.
- The detail-routed net length per standard cell is 14.2 um.
- Once the clock tree was built, the setup fixing pass inserted 0 buffers.
- The sum of negative setup slack is 0 ns.
- The final antenna diode tally reported by the flow is 0.
- The core occupancy in the finished layout is 35.8%.
- Setup repair after global routing left no endpoint under its margin.
- The placed cell count is around 700.
- The overall die size recorded for this design is around 16000 um2.
- The DRC marker count from the first detailed-route iteration is 374.
- The total power per unit cell area is 452 nW/um2.
- The switching component of the power is 0.000713 W.
- Row generation in the floorplan step produced 45 rows.
- The total vias in the final route is 3470.
-- power by group through the flow --
stage / registers [W] / clock network [W] / logic (W)
4_1_cts: 0.00131 / 0.000887 / 0.000327
6_report: 0.00131 / 0.000857 / 0.000322
5_1_grt: 0.00133 / 0.000925 / 0.000369
-- per-layer routing --
metal,routed length [um],up-vias
met5,0,-
met4,118,0
met3,646,10
met2,4370,94
met1,4820,1657
li1,-,1709
-- cell usage in the layout (no fill, tap or decap), drive strengths merged --
cell type,netlist,final
clkbuf,14,11
clkinv,1,4
nor2b,1,1
buf,7,3
inv,9,10
or3,2,2
a222oi,16,16
a21oi,19,19
o21ai,23,23
o31ai,1,1
nand3,54,54
xnor2,51,51
and4,5,5
nand2,41,41
nor4b,1,1
nor2,32,32
nor3,8,8
ha,6,6
and3,7,7
mux2,4,4
clkinvlp,0,1
nor4,7,7
nand2b,1,1
clkdlybuf4s50,0,25
or2,2,2
dfrtp,96,96
nand4,28,28
nand4b,1,1
xor2,30,30
-- worst max-delay path, cell delays in order, from the launching register on --
cell,delay (ns)
sky130_fd_sc_hd__dfrtp_1,0.60
sky130_fd_sc_hd__nor3_2,0.78
sky130_fd_sc_hd__nand2_1,0.13
sky130_fd_sc_hd__a21oi_1,0.18
sky130_fd_sc_hd__clkdlybuf4s50_1,0.50
-- path summary, 6_finish.rpt --
check                                              start                            end  slack, ns
setup / recovery                                    flop                display_time[8]       0.58
hold / removal             slot_timer[2][15]$_DFFE_PP0P_  slot_timer[2][15]$_DFFE_PP0P_       0.47
setup reg to reg              display_timer[0]$_DFF_PP0_    display_timer[16]$_DFF_PP0_       1.48
hold reg to reg            slot_timer[2][15]$_DFFE_PP0P_  slot_timer[2][15]$_DFFE_PP0P_       0.47
max in group asynchronous                          reset    display_timer[12]$_DFF_PP0_       2.62
min in group asynchronous                          reset  slot_timer[3][13]$_DFFE_PP0P_       0.86
-- cells by family (layout without fill, tap and decap cells) --
group	Yosys count	count (layout)	share of synthesized area (%)
flip-flops	96	96	50.4
AND/OR/NAND/NOR	190	190	20.9
adder cells (fa/ha/maj)	6	6	1.58
AND-OR/OR-AND	59	59	8.04
buffers and inverters	31	54	3.20
XOR/XNOR	81	81	14.9
multiplexers	4	4	0.946
-- state kept, by name, summed over array words and instances (netlist names), named ones only --
signal and flops:
display_slot 2, slot_timer 64, active_slots 4, display_timer 24, display_active 1
-- metrics by stage --
stage	cell area, um2	total power (W)	setup slack [ns]
global route	5510	0.00263	0.377
finish	5510	0.00249	0.584
floorplan	4760	0.00148	0.615
CTS	5510	0.00252	0.591
detailed placement	5220	0.00165	0.987
global placement	5220	0.00163	1.05
-- cell usage after synthesis --
cell	instances	share of area (%)
sky130_fd_sc_hd__a21oi_1	19	2.0
sky130_fd_sc_hd__a222oi_1	16	3.4
sky130_fd_sc_hd__and3_1	7	0.92
sky130_fd_sc_hd__and4_1	5	0.92
sky130_fd_sc_hd__buf_2	2	0.21
sky130_fd_sc_hd__buf_4	1	0.16
sky130_fd_sc_hd__buf_6	4	0.95
sky130_fd_sc_hd__clkbuf_1	14	1.1
sky130_fd_sc_hd__clkinv_1	1	0.079
sky130_fd_sc_hd__dfrtp_1	96	50
sky130_fd_sc_hd__ha_1	6	1.6
sky130_fd_sc_hd__inv_1	9	0.71
sky130_fd_sc_hd__mux2_2	4	0.95
sky130_fd_sc_hd__nand2_1	41	3.2
sky130_fd_sc_hd__nand2b_1	1	0.13
sky130_fd_sc_hd__nand3_1	53	5.6
sky130_fd_sc_hd__nand3_2	1	0.21
sky130_fd_sc_hd__nand4_1	28	3.7
sky130_fd_sc_hd__nand4b_1	1	0.18
sky130_fd_sc_hd__nor2_1	32	2.5
sky130_fd_sc_hd__nor2b_1	1	0.13
sky130_fd_sc_hd__nor3_1	7	0.74
sky130_fd_sc_hd__nor3_2	1	0.21
sky130_fd_sc_hd__nor4_1	2	0.26
sky130_fd_sc_hd__nor4_2	4	1.1
sky130_fd_sc_hd__nor4_4	1	0.45
sky130_fd_sc_hd__nor4b_1	1	0.18
sky130_fd_sc_hd__o21ai_0	5	0.53
sky130_fd_sc_hd__o21ai_1	18	1.9
sky130_fd_sc_hd__o31ai_2	1	0.26
sky130_fd_sc_hd__or2_2	2	0.26
sky130_fd_sc_hd__or3_1	2	0.26
sky130_fd_sc_hd__xnor2_1	51	9.4
sky130_fd_sc_hd__xor2_1	30	5.5
-- final cells by class --
class / count / area [um2] / share of cell area [%]
Clock buffer: 11 / 253 / 4.59
Sequential cell: 96 / 2400 / 43.6
Multi-Input combinational cell: 340 / 2230 / 40.4
Inverter: 10 / 38.8 / 0.704
Timing Repair Buffer: 28 / 285 / 5.18
Clock inverter: 5 / 38.8 / 0.704
Tap cell: 211 / 264 / 4.79
Power is estimated from default activity; no workload was simulated.
